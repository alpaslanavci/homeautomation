===== flow/design.v =====
`timescale 1ns / 1ps
module temp_sel (
    input wire clk,
    input wire reset,           
    input wire button_up,
    input wire button_down,
    output reg [6:0] temperature_registered
);
    localparam MINTEMP = 6'd18;
    localparam MAXTEMP = 6'd26;
    reg button_up_prev, button_down_prev;
    wire button_up_pressed, button_down_pressed;
    assign button_up_pressed = button_up && !button_up_prev;
    assign button_down_pressed = button_down && !button_down_prev;
    always @(posedge clk or negedge reset) begin
        if (!reset) begin   
            temperature_registered <= MINTEMP;
            button_up_prev <= 1'b0;
            button_down_prev <= 1'b0;
        end
        else begin
            button_up_prev <= button_up;
            button_down_prev <= button_down;
            if (button_up_pressed && button_down_pressed) begin
                temperature_registered <= temperature_registered;
            end
            else if (button_up_pressed) begin
                temperature_registered <= (temperature_registered == MAXTEMP) ? MAXTEMP : temperature_registered + 1'b1;
            end
            else if (button_down_pressed) begin
                temperature_registered <= (temperature_registered == MINTEMP) ? MINTEMP : temperature_registered - 1'b1;
            end
        end
    end
endmodule
module AC_mode_selection (
  input clk,
  input reset,
  input button,
  output reg [1:0] current_mode 
);
  reg button_prev;
  reg button_pressed;
  always @( posedge clk or negedge reset ) begin 
    if (!reset) begin
      button_prev <= 1'b0;
      button_pressed <= 1'b0; 
    end else begin
      button_prev <= button;
      button_pressed <= button && !button_prev; 
    end
  end
  always @(posedge clk or negedge reset) begin
    if (!reset) begin
        current_mode <= 2'b00;
    end else if (button_pressed) begin
        case (current_mode)
            2'b00: current_mode <= 2'b01;
            2'b01: current_mode <= 2'b10;
            2'b10: current_mode <= 2'b11;
            2'b11: current_mode <= 2'b00;
        endcase
    end
  end
endmodule
module AC_control( clk, reset, button_ac, button_up, button_down, temperature, fan_speed, fan_heat );
localparam MODE_OFF        = 2'b00;
localparam MODE_AUTOMATIC  = 2'b01;
localparam MODE_FAST_COOL  = 2'b10;
localparam MODE_ECO        = 2'b11;
input clk, reset, button_ac, button_down, button_up;
input [6:0] temperature;
output reg [2:0] fan_speed;
output reg [7:0] fan_heat;
wire [1:0] temporary_register_mode;
wire [6:0] temporary_register_temp;
reg [1:0] mode_select;
reg [6:0] temperature_registered;
AC_mode_selection ac1( .clk(clk), .reset(reset), .button(button_ac), .current_mode(temporary_register_mode));
temp_sel ts1(.clk(clk), .reset(reset), .button_down(button_down), .button_up(button_up), .temperature_registered(temporary_register_temp));
always @ (posedge clk ) begin
    mode_select <= temporary_register_mode;
    temperature_registered <= temporary_register_temp;
end
reg [3:0] temp_diff;
always @ ( posedge clk ) begin
    if ( temperature > temperature_registered )
        temp_diff <= temperature - temperature_registered;
    else if ( temperature < temperature_registered )
        temp_diff <= temperature_registered - temperature;
    else
        temp_diff <= 3'd0;
end
always @ ( posedge clk ) begin
    case ( mode_select )
        MODE_OFF :  
        begin
            fan_speed <= 0;
            fan_heat <= 0;
        end
        MODE_AUTOMATIC :  
        begin
            if ( (temp_diff > 2) && (temp_diff <= 4) ) begin
                fan_speed <= 3'b001;  
                fan_heat <= temperature_registered - 1;
            end
            else if ( (temp_diff > 4) && (temp_diff <= 6) ) begin
                fan_speed <= 3'b010;
                fan_heat <= temperature_registered - 3;
            end
            else if ( (temp_diff > 6) && (temp_diff <= 8) ) begin
                fan_speed <= 3'b011;
                fan_heat <= temperature_registered -5;
            end
            else begin
                fan_speed <= 3'b000;
                fan_heat <= 0;
            end
        end
        MODE_FAST_COOL :  
        begin 
            fan_speed <= 3'b100;  
            fan_heat <= temperature_registered - 5;
        end
        MODE_ECO :  
        begin
            fan_speed <= 3'b010;
            fan_heat <= temperature_registered - 2;
        end
    endcase
end
endmodule
module t_ff (
    input clk, reset, T,
    output reg Q
);
    always @ (posedge clk or negedge reset) begin
        if (!reset) 
            Q <= 1'b0;
        else if (T)
            Q <= ~Q;
        else
            Q <= Q;
    end
endmodule
module freq_divider (
    input clk, reset,
    output clk_out
);
    wire [23:0] ff_out;
    wire [23:0] ff_in;
    assign ff_in[0] = 1'b1;
    genvar i, j;
    generate
        for (j = 1; j < 24; j = j + 1) begin: ff_in_gen
            assign ff_in[j] = ff_in[j-1] & ff_out[j-1];
        end
        for (i = 0; i < 24; i = i + 1) begin: ff_gen
            t_ff tflipflop(
                .clk(clk),
                .reset(reset),
                .T(ff_in[i]),
                .Q(ff_out[i])
            );
        end
    endgenerate
    assign clk_out = ff_out[23];
endmodule
module counter #(
    parameter COUNT_WIDTH = 3
) (
    input clk, reset, timer_signal,
    output reg max_tick
);
    reg [COUNT_WIDTH-1:0] count;
    always @ (posedge clk or negedge reset) begin
        if (!reset) begin
            count <= 0;
            max_tick <= 1'b0;
        end
        else if (timer_signal) begin
            if (count == (2**COUNT_WIDTH - 1)) begin
                count <= count;
                max_tick <= 1'b1;
            end
            else begin
                count <= count + 1;
                max_tick <= 1'b0;
            end
        end
        else begin
            count <= count;
            max_tick <= max_tick;
        end
    end
endmodule
module door_control (
    input clk, reset, submit,
    input [13:0] password_in,
    input [13:0] new_password,
    input change_password, unlock_button, ms_button,
    output reg unlock_signal, lock_signal, alarm_signal
);
    localparam [1:0] PS = 2'b00;   
    localparam [1:0] MS = 2'b01;   
    localparam [1:0] AS = 2'b10;   
    localparam [1:0] CP = 2'b11;   
    reg timer_signal;
    reg [1:0] fail_attempts;
    reg [1:0] machine_state;
    reg [13:0] current_password;
    reg [13:0] password_key;
    wire max_tick;
    initial begin
        password_key = 14'd1111;
        machine_state = PS;
        fail_attempts = 2'b00;
        current_password = 14'd0;
    end
    counter #(
        .COUNT_WIDTH(3)
    ) alarm_counter (
        .clk(clk),
        .reset(reset),
        .timer_signal(timer_signal),
        .max_tick(max_tick)
    );
    always @ (posedge clk or negedge reset) begin
        if (!reset) begin
            machine_state <= PS;
            fail_attempts <= 2'b00;
            unlock_signal <= 1'b0;
            lock_signal <= 1'b0;
            alarm_signal <= 1'b0;
            timer_signal <= 1'b0;
        end
        else begin
            case (machine_state)
                PS: 
                begin
                    alarm_signal <= 1'b0;
                    unlock_signal <= 1'b0;
                    timer_signal <= 1'b0;
                    lock_signal <= 1'b1;
                    if ( submit ) begin
                        if (password_in == current_password || password_in == password_key) begin
                            machine_state <= MS;
                            fail_attempts <= 2'b00;
                        end
                        else if (password_in != current_password && password_in != password_key) begin 
                            if (fail_attempts == 2'd2) begin   
                                machine_state <= AS;
                                fail_attempts <= 2'b00;
                            end
                            else begin
                                fail_attempts <= fail_attempts + 1'b1;
                                machine_state <= PS;
                            end
                        end
                    end
                end
                MS: 
                begin 
                    timer_signal <= 1'b0;
                    alarm_signal <= 1'b0;
                    lock_signal <= 1'b0;
                    if (unlock_button) begin
                        unlock_signal <= 1'b1;
                        machine_state <= MS;
                    end
                    else if (change_password) begin
                        unlock_signal <= 1'b0;
                        machine_state <= CP;
                    end
                end
                AS: 
                begin
                    timer_signal <= 1'b1;
                    alarm_signal <= 1'b1;
                    unlock_signal <= 1'b0;
                    lock_signal <= 1'b1;
                    if (max_tick)
                        machine_state <= PS;
                end
                CP: 
                begin
                    alarm_signal <= 1'b0;
                    timer_signal <= 1'b0;
                    unlock_signal <= 1'b0;
                    lock_signal <= 1'b1;
                    current_password <= new_password;
                    if (ms_button)
                        machine_state <= MS;
                end
                default: 
                begin
                    machine_state <= PS;
                    fail_attempts <= 2'b00;
                    unlock_signal <= 1'b0;
                    lock_signal <= 1'b1;
                    alarm_signal <= 1'b0;
                    timer_signal <= 1'b0;
                end
            endcase
        end
    end
endmodule
module fire (
    input clk, reset,
    input heat_signal, smoke_signal,
    output reg alarm, extinguish
);
    localparam [1:0] IDLE      = 2'b00;
    localparam [1:0] ALARM     = 2'b01;
    localparam [1:0] EXTINGUISH = 2'b10;
    reg [1:0] current_state;
    always @(posedge clk or negedge reset) begin
        if (!reset) begin
            current_state <= IDLE;
            alarm <= 1'b0;
            extinguish <= 1'b0;
        end
        else begin
            case (current_state)
                IDLE: 
                begin
                    alarm <= 1'b0;
                    extinguish <= 1'b0;
                    if (smoke_signal)
                        current_state <= ALARM;
                    else
                        current_state <= current_state;
                end
                ALARM: 
                begin
                    alarm <= 1'b1;
                    extinguish <= 1'b0;
                    if (smoke_signal && heat_signal)
                        current_state <= EXTINGUISH;
                    else if (!smoke_signal)
                        current_state <= IDLE;
                    else 
                        current_state <= current_state;
                end
                EXTINGUISH: 
                begin
                    alarm <= 1'b1;
                    extinguish <= 1'b1;
                    if (!(smoke_signal && heat_signal))
                        current_state <= IDLE;
                    else
                        current_state <= current_state;
                end
                default: 
                begin
                    current_state <= IDLE;
                    alarm <= 1'b0;
                    extinguish <= 1'b0;
                end
            endcase
        end
    end
endmodule
module color_sel (
    input wire clk,
    input wire reset,
    input wire color_button,
    output reg [1:0] color
);
    localparam NATURAL = 2'b00; 
    localparam WHITE   = 2'b01;  
    localparam BLUE    = 2'b10;  
    localparam ORANGE  = 2'b11;  
    wire button_pressed;
    reg button_prev;
    assign button_pressed = color_button && !button_prev;
    always @ (posedge clk or negedge reset) begin
        if (!reset) begin
            button_prev <= 1'b0;
            color <= NATURAL;
        end
        else begin
            button_prev <= color_button;
            if (button_pressed) begin
                case (color)
                    NATURAL : color <= WHITE;
                    WHITE   : color <= BLUE;
                    BLUE    : color <= ORANGE;
                    ORANGE  : color <= NATURAL;
                endcase
            end
        end
    end
endmodule
module light_control (
    input wire clk,
    input wire reset,
    input wire color_button,
    input wire [7:0] sunlight_sensor,
    output reg [1:0] luminosity,
    output reg [1:0] color
);
localparam HIGH_LUMINOSITY = 2'b11;
localparam MID_LUMINOSITY  = 2'b10;
localparam LOW_LUMINOSITY  = 2'b01;
localparam LIGHTS_OFF      = 2'b00;
wire [1:0] selected_color; 
color_sel cs(.clk(clk), .reset(reset), .color_button(color_button), .color(selected_color));
always @ ( posedge clk )
    color <= selected_color;
always @(posedge clk) begin
    if (sunlight_sensor < 8'd15)
        luminosity <= HIGH_LUMINOSITY;    
    else if (sunlight_sensor > 8'd15 & sunlight_sensor < 8'd30)
        luminosity <= MID_LUMINOSITY;     
    else if (sunlight_sensor > 8'd30 & sunlight_sensor < 8'd50)
        luminosity <= LOW_LUMINOSITY;     
    else
        luminosity <= LIGHTS_OFF;         
end
endmodule
module top_module (
    input wire clk,
    input wire reset,
    input wire button_ac,
    input wire button_up,
    input wire button_down,
    input wire [6:0] temperature,
    input wire submit,
    input wire change_password,
    input wire unlock_button,
    input wire ms_button,
    input wire [13:0] password_in,
    input wire [13:0] new_password,
    input wire heat_signal,
    input wire smoke_signal,
    input wire color_button,
    input wire [7:0] sunlight_sensor,
    output wire [2:0] fan_speed,
    output wire [7:0] fan_heat,
    output wire unlock_signal,
    output wire lock_signal,
    output wire alarm_signal,
    output wire fire_alarm,
    output wire extinguish,
    output wire [1:0] luminosity,
    output wire [1:0] color
);
wire [1:0] ac_mode;
wire [6:0] registered_temperature;
AC_control ac_control_inst (
    .clk(clk),
    .reset(reset),
    .button_ac(button_ac),
    .button_up(button_up),
    .button_down(button_down),
    .temperature(temperature),
    .fan_speed(fan_speed),
    .fan_heat(fan_heat)
);
door_control door_control_inst (
    .clk(clk),
    .reset(reset),
    .submit(submit),
    .password_in(password_in),
    .new_password(new_password),
    .change_password(change_password),
    .unlock_button(unlock_button),
    .ms_button(ms_button),
    .unlock_signal(unlock_signal),
    .lock_signal(lock_signal),
    .alarm_signal(alarm_signal)
);
fire fire_inst (
    .clk(clk),
    .reset(reset),
    .heat_signal(heat_signal),
    .smoke_signal(smoke_signal),
    .alarm(fire_alarm),
    .extinguish(extinguish)
);
light_control light_control_inst (
    .clk(clk),
    .reset(reset),
    .color_button(color_button),
    .sunlight_sensor(sunlight_sensor),
    .luminosity(luminosity),
    .color(color)
);
endmodule

===== flow/run.sh =====
#!/bin/bash
# OpenROAD 26Q1-2900-gdf79404cd8, Yosys 0.63+post, stock flow scripts
make -C /OpenROAD-flow-scripts/flow DESIGN_CONFIG=/design/flow/config.mk WORK_HOME=/design/flow/orfs finish

===== flow/config.mk =====
export PLATFORM = sky130hd
export DESIGN_NAME = top_module
export DESIGN_NICKNAME = top_module
export VERILOG_FILES = /design/flow/design.v
export SDC_FILE = /design/flow/constraint.sdc
export NUM_CORES = 4
export LEC_CHECK = 1
export CORE_UTILIZATION = 50

===== flow/constraint.sdc =====
current_design top_module

set clk_period 2.6
set clk_io_pct 0.2

create_clock -name clk0 -period $clk_period [get_ports {clk}]

set non_clock_inputs [all_inputs -no_clocks]
set_input_delay [expr $clk_period * $clk_io_pct] -clock clk0 $non_clock_inputs
set_output_delay [expr $clk_period * $clk_io_pct] -clock clk0 [all_outputs]

==> impl_summary.log <==
[flow] collecting metrics
INFO  metric outcome = finished clean
INFO  metric first_pass_iters = 5
INFO  metric n_antenna_cell = 0
INFO  metric row_count = 31
INFO  metric edf_count = 14
INFO  metric detail-route-antenna-nets = 0
INFO  metric clockPowerShare = 20.5%
INFO  metric static-leakage-power = 1.978 nW
INFO  metric cap_violations = 0
INFO  metric regToRegSetupSlack = 0.33 ns
INFO  metric r2r_end = ac_control_inst.fan_heat[6]
INFO  metric worst_setup_path_end_kind = register
INFO  metric comb_power_share = 40.1%
INFO  metric via_total_after_detailed_routing = 3065
INFO  metric clock_pin_transition_on_the_worst_setup_and_hold_timing_paths = 0.09 ns
INFO  metric cts_tree = done
INFO  metric root_buffer = sky130_fd_sc_hd__clkbuf_8
INFO  metric boundaryPins = 75
INFO  metric maxSlewHeadroom = 55.72%
INFO  metric floorplan.initialDensity = 52.56%
INFO  metric coreArea = 7370 um2
INFO  metric max_freq = 0.4270 GHz
INFO  metric synth.distinct_cells = 67
INFO  metric sequentialPowerShare = 39.4%
INFO  metric post_route_cells_drive_above_1_share = 10.97%
INFO  metric clk_path_buf_depth = 2
INFO  metric ctsResizeCount = 0
INFO  metric dp.final_hpwl = 5600 um
INFO  metric synth_warnings = 8
INFO  metric finalCritPeriodShare = 90.07%
INFO  metric r2r_start = ac_control_inst.temperature_registered[1]
INFO  metric count_of_final_setup_violators = 0
INFO  metric setup.worst_path.class = input pin to register
INFO  metric tool_warnings = 38
INFO  metric placedInstanceArea = 4760 um2
INFO  metric grt_remaining_overflow = 0
INFO  metric detailedRoute.firstIterationViolations = 119
INFO  metric syn_inst = 374
INFO  metric viasPerCell = 5.434
INFO  metric synth_area_leader_cell = sky130_fd_sc_hd__dfrtp_1
INFO  metric syn_avg_cell_area = 10.36 um2
INFO  metric synth.yosys.num_cells = 374
INFO  metric final.setup.worst_slack = 0.2582 ns
INFO  metric first_global_vias = 2840
INFO  metric power.ir.vdd_worst = 0.0005356 V
INFO  metric finalWeightedCongestion = 0.8950
INFO  metric cts_setup_buffers = 0
INFO  metric number_of_hold_buffers_added_after_cts = 0
INFO  metric worst_setup_path_endpoint = ac_control_inst.temp_diff[3]
INFO  metric hold_violations = 0
INFO  metric ys_dominant_reg_cell = sky130_fd_sc_hd__dfrtp_1
INFO  metric place.port_buffers = 74
INFO  metric drt_wl_total = 7505 um
INFO  metric worst_clock_skew = 0.01300 ns
INFO  metric fp.dieW = 90.02 um
INFO  metric ys_chip_area = 3874 um2
INFO  metric total_chip_power = 4.634 mW
INFO  metric crit_arrival = 2.63 ns
INFO  metric htree_num_levels = 3
INFO  metric async_flop_share = 43.24%
INFO  metric die.size.y = 90.02 um
INFO  metric grt_start_max_net_pins = 33
INFO  metric worst_pin_slew = 0.6617 ns
INFO  metric ys_seq_share = 46.09%
INFO  metric global_route_wire_length_before_repair = 12900 um
INFO  metric detailedPlace.worstSlack = -0.09442 ns
INFO  metric worst_setup_path_start_kind = input pin
INFO  metric synth-seq-cells = 74
INFO  metric worstSetupStartpoint = temperature[1]
INFO  metric syn-cell-area = 3874 um2
INFO  metric clkLatencyLatePin = 0.35 ns
INFO  metric layout.cell_area.non_filler = 4980 um2
INFO  metric power-per-cell-area = 930.5 nW/um2
INFO  metric route.detailed.drc = 0
INFO  metric cp_data_required_time = 2.88 ns
INFO  metric numClockSinks = 74
INFO  metric final_max_slew_viol_count = 0
INFO  metric power_switching = 1.741 mW
INFO  metric period_needed = 2.342 ns
INFO  metric grt_antenna_before_repair = 0
INFO  metric hp-class = register to register
INFO  metric critPathMaxFanout = 6
INFO  metric netlist.area_leader.share = 18.73%
INFO  metric flow.area_growth_from_synthesis = 28.55%
INFO  metric p_int = 2.893 mW
INFO  metric layout_top_cell_excl_fill_tap = sky130_fd_sc_hd__clkdlybuf4s50_1
INFO  metric p_sw_share = 37.57%
INFO  metric tritoncts.num_buffers = 9
INFO  metric design.die.area = 8104 um2
INFO  metric top_cells_by_area = sky130_fd_sc_hd__dfrtp_1 19%, sky130_fd_sc_hd__dfxtp_1 14%, sky130_fd_sc_hd__edfxtp_1 11%
INFO  metric layout_top_cells_excl_fill_tap = 74 x sky130_fd_sc_hd__clkdlybuf4s50_1, 29 x sky130_fd_sc_hd__inv_1, 29 x sky130_fd_sc_hd__dfrtp_1, 28 x sky130_fd_sc_hd__dfxtp_1, 26 x sky130_fd_sc_hd__ha_1
INFO  metric rr_worst_depth = 6
INFO  metric routed_wire_length_per_instance = 13.31 um
INFO  metric grt_use_total = 20.00%
INFO  metric rsz0062_at_grt = no
[flip-flops by register name, indices dropped and copies added (netlist names), 2 cells and up]
signal / flops
door_control_inst.current_password: 14
ac_control_inst.fan_heat: 8
ac_control_inst.temperature_registered: 7
ac_control_inst.ts1.temperature_registered: 7
ac_control_inst.temp_diff: 4
ac_control_inst.fan_speed: 3
door_control_inst.alarm_counter.count: 3
fire_inst.current_state: 3
ac_control_inst.ac1.current_mode: 2
ac_control_inst.mode_select: 2
door_control_inst.fail_attempts: 2
door_control_inst.machine_state: 2
light_control_inst.color: 2
light_control_inst.cs.color: 2
light_control_inst.luminosity: 2
[cell families after synthesis]
family                     after synthesis  synth area share [%]
muxes                                    8                 2.261
adders and majority gates               28                 9.432
buffers and inverters                   36                 3.714
xor gates and xnor gates                20                 4.522
AOI/OAI and AO/OA                       96                 17.67
and+or+nand+nor                        112                 16.31
DFF                                     74                 46.09
[synth_stat cells (5+ instances only)]
master,instances
sky130_fd_sc_hd__nor4_1,5
sky130_fd_sc_hd__nand2b_1,7
sky130_fd_sc_hd__o22ai_1,10
sky130_fd_sc_hd__xor2_1,15
sky130_fd_sc_hd__inv_1,29
sky130_fd_sc_hd__nor2_1,21
sky130_fd_sc_hd__edfxtp_1,14
sky130_fd_sc_hd__nand3_1,8
sky130_fd_sc_hd__mux2_2,6
sky130_fd_sc_hd__o21ai_0,19
sky130_fd_sc_hd__nor3_1,8
sky130_fd_sc_hd__xnor2_1,5
sky130_fd_sc_hd__a21oi_1,21
sky130_fd_sc_hd__dfrtp_1,29
sky130_fd_sc_hd__ha_1,26
sky130_fd_sc_hd__nor2b_1,9
sky130_fd_sc_hd__dfxtp_1,28
sky130_fd_sc_hd__nand2_1,22
sky130_fd_sc_hd__a221oi_1,5
[worst max-delay path, cell delays in order]
cell and delay, ns:
sky130_fd_sc_hd__clkdlybuf4s50_1 0.47, sky130_fd_sc_hd__inv_1 0.06, sky130_fd_sc_hd__ha_1 0.31, sky130_fd_sc_hd__nor2b_1 0.14, sky130_fd_sc_hd__o21ai_1 0.15, sky130_fd_sc_hd__a21oi_1 0.17, sky130_fd_sc_hd__or4b_2 0.64, sky130_fd_sc_hd__a31oi_1 0.17
[power groups by stage]
stage,sequential [mW],clock (mW),combinational [mW]
CTS,1.82,0.986,1.85
global route,1.88,1.03,2.09
finish,1.83,0.951,1.86
[cell type report]
cell class	count	area, um2
clock buffers	10	148.9
repair buffers	81	793.3
well taps	99	123.9
multi-input cells	264	1944
inverters	30	112.6
fillers	573	2390
clock inverters	6	71.32
flip-flops and latches	74	1785
[stage by stage]
step | cells | utilization, % | hold WS, ns | TNS, ns
floorplan | 374 | - | 0.2244 | 0
global placement | 548 | 64.58 | 0.3542 | -0.05163
detailed placement | 548 | 64.58 | 0.3527 | -0.1386
CTS | 564 | 67.57 | 0.3598 | 0
global route | 564 | 67.57 | 0.3719 | 0
finish | 564 | 67.57 | 0.3641 | 0
[how the worst min path moves through the flow]
stage                              startpoint                             end  slack (ns)  cells after the start
4_1_cts   ac_control_inst.ac1.current_mode[0]  ac_control_inst.mode_select[0]        0.36                      0
6_report  ac_control_inst.ac1.current_mode[0]  ac_control_inst.mode_select[0]        0.36                      0
5_1_grt   ac_control_inst.ac1.current_mode[0]  ac_control_inst.mode_select[0]        0.37                      0
[metal layers]
layer,wire length (um),global-route usage [%],vias to the layer above
met5,0,0,-
met4,98,2.151,0
met3,406,4.124,9
met2,3411,31.04,96
met1,3589,31.55,1402
li1,-,-,1558
Power and IR drop assume default switching activity.
